--- design/flow/config.mk ---
export PLATFORM = sky130hd
export DESIGN_NAME = Reset_Sync
export DESIGN_NICKNAME = Reset_Sync
export VERILOG_FILES = /design/flow/design.v
export SDC_FILE = /design/flow/constraint.sdc
export NUM_CORES = 4
export LEC_CHECK = 1
export CORE_AREA = 10 10 70 70
export DIE_AREA = 0 0 80 80
--- design/flow/design.v ---
module terminal_top(
  input clk,
  input resetn,
  output       tmds_clk_n,
  output       tmds_clk_p,
  output [2:0] tmds_d_n,
  output [2:0] tmds_d_p
);
  clock_generator clk_gen (
    .clkout(clk_p5),  
    .lock(pll_lock),  
    .clkin(clk)  
  );
  clock_div5 clk_div (
    .clkout(clk_p),  
    .hclkin(clk_p5),  
    .resetn(pll_lock)  
  );
  hdmi_term terminal (
    .clk(clk_p),
    .resetn(sys_resetn),
    .clk_pixel(clk_p),
    .clk_5x_pixel(clk_p5),
    .locked(pll_lock),
    .tmds_clk_n(tmds_clk_n),
    .tmds_clk_p(tmds_clk_p),
    .tmds_d_n(tmds_d_n),
    .tmds_d_p(tmds_d_p)
  );
  Reset_Sync u_Reset_Sync (
    .resetn(sys_resetn),
    .ext_reset(resetn & pll_lock),
    .clk(clk_p)
  );
endmodule
module Reset_Sync (
 input clk,
 input ext_reset,
 output resetn
);
 reg [3:0] reset_cnt = 0;
 always @(posedge clk or negedge ext_reset) begin
     if (~ext_reset)
         reset_cnt <= 4'b0;
     else
         reset_cnt <= reset_cnt + !resetn;
 end
 assign resetn = &reset_cnt;
endmodule
--- design/flow/constraint.sdc ---
current_design Reset_Sync

set clk_period 1.2
set clk_io_pct 0.2

create_clock -name clk0 -period $clk_period [get_ports {clk}]

set non_clock_inputs [all_inputs -no_clocks]
set_input_delay [expr $clk_period * $clk_io_pct] -clock clk0 $non_clock_inputs
set_output_delay [expr $clk_period * $clk_io_pct] -clock clk0 [all_outputs]
--- design/flow/run.sh ---
#!/bin/bash
# OpenROAD 26Q1-2900-gdf79404cd8, Yosys 0.63+post, stock flow scripts
make -C /OpenROAD-flow-scripts/flow DESIGN_CONFIG=/design/flow/config.mk WORK_HOME=/design/flow/orfs finish
==> reports/metrics.cfg <==
[synthesis]
synth_chip_area_sq_um = 162.7
area_leaders = dfrtp_1, ha_1, nand3_2, xnor2_1, xor2_1
synth.top_cells.by_count = dfrtp_1, ha_1
synthCells = 11
most_common_cell = dfrtp_1
largest_area_cell = dfrtp_1
syn_area_per_cell_sq_um = 14.79
ys_ff = 4
ys_cells = 11
syn_area_sq_um = 162.7
ys_async_sr_fraction_pct = 100.0
synth_top_area_share_pct = 61.54
ys_types = 7
ys_seq_share_pct = 61.54
ys.flop_type = dfrtp_1
edf_count = 0
synth_warnings = 1

[power]
power_leakage_uw = 0.0001040
power_density_nw_per_um2 = 945.3
power_uw = 302.8
ir_drop_v = 0.0006493

[final_timing]
holdWs_ps = 211.7
rsz0062_at_grt = yes
setup_viol = 0
slew_viol_final = 0
worst_pin_slew_ps = 188.6
fin_ws_ps = 8.483
min_period_ps = 1192
hold_violations = 0
skew_ps = 4.699
clock.fmax_mhz = 839.3
min_period_over_period_pct = 99.29
relSlewSlack_pct = 87.39

[placement]
place_area_sq_um = 270.3
pre_cts_slack_ps = -66.47
io_buffer_count = 2
place_inst = 63
hpwl_um = 252.9
place.gp.congestion = 0.6958

[hold_path]
hp-class = primary input to async pin

[clock_network]
clock_path_buffers = 2
insertion_delay_ps = 230
clock-root-buffer = clkbuf_4
cts_sinks = 4
numCtsBuffers = 3
clk_pin_slew_ps = 40
hold_buffers = 0
h-tree-depth = 1
cts_tree = yes

[final_layout]
largest_register_ffs = 4
drive_above_1_share_pct = 57.14
fillers = 404
largest-register = reset_cnt
fin_area_sq_um = 320.3
area_growth_pct = 96.92
stdcell_count = 67
top_regs = reset_cnt (4)

[global_route]
grt_max_degree = 5
grt_pass1_vias = 128
antenna_found_initial = 0
gr-usage-all-layers_pct = 1.230
grt_pass1_wl_um = 565
grt_overflow = 0

[job]
drv_cap = 0
warnings = 26

[route]
drtIter0Drc = 1
antenna_cells = 0
routedWlPerCell_um = 5.060
drc = 0
wl_um = 339
drt-vias-per-instance = 1.746
vias = 117
postRouteAntennaNets = 0
first_pass_iters = 2

[critical_path]
path_max_fanout = 2
critPathLaunchType = flip-flop
cp_data_required_time_ps = 1320
cp-end-kind = flip-flop
worstPathArrival_ps = 1310
path_class = flip-flop to flip-flop

[run_status]
status = finished, final reports clean

[floorplan]
die-area_sq_um = 6400
rows = 21
die_h_um = 80
ios = 3
core_sq_um = 3416
fp_util_pct = 4.762
die_width_um = 80

layout make-up:
type,instances,area (sq um),share of cell area [%]
flip-flops and latches,4,100.1,31.25
multi-input cells,6,83.83,26.17
well taps,46,57.56,17.97
repair buffers,7,52.55,16.41
clock buffers,3,22.52,7.031
inverters,1,3.754,1.172
cells in the final DEF (no fill, tap or decap):
cell,count
ha_4,2
xnor2_1,1
buf_4,5
dfrtp_1,4
nand4_1,1
xor2_1,1
buf_2,1
clkbuf_4,3
clkdlybuf4s50_1,1
nand3_2,1
inv_1,1
power breakdown:
| part | leakage (uW) | switching, uW | internal, uW |
|---|---|---|---|
| registers | 0.0000350 | 0 | 136 |
| clock network | 0.0000138 | 50.2 | 111 |
| logic | 0.0000552 | 2.49 | 2.89 |
cell families (layout without fill, tap and decap cells):
group	count (synthesis)	in the layout	synth area share (%)
buffers and inverters	1	11	2.305
xor gates and xnor gates	2	2	10.77
DFF	4	4	61.54
and+or+nand+nor	2	2	10.00
adders and majority gates	2	2	15.38
through the flow:
step / setup TNS, ps / utilization [%]
2_1_floorplan: 0 / -
3_3_place_gp: -25.56 / 7.912
3_5_place_dp: -66.47 / 7.912
4_1_cts: 0 / 9.084
5_1_grt: -67.90 / 9.377
6_report: 0 / 9.377
worst paths after layout:
check / slack (ps) / startpoint / endpoint / cells after the start
hold reg to reg: 560 / reset_cnt[3] / reset_cnt[3] / 2
min in group clk0: 560 / reset_cnt[3] / reset_cnt[3] / 2
max in group asynchronous: 820 / ext_reset / reset_cnt[1] / 1
hold / removal: 210 / ext_reset / reset_cnt[3] / 1
setup reg to reg: 8 / reset_cnt[2] / reset_cnt[2] / 5
setup / recovery: 8 / reset_cnt[2] / reset_cnt[2] / 5
worst max-delay path, stage by stage (launching register included):
cell and delay (ps):
dfrtp_1 360, nand4_1 120, buf_4 160, ha_4 160
ha_4 150, xor2_1 130
what timing repair did:
action / CTS / global route
gates resized: 6 / 1
setup buffers: 1 / 0
pin swaps: 1 / 2
setup endpoints to repair: 1 / 3
metal layers:
metal | vias to the layer above | routed length [um] | global-route usage [%]
li1 | 57 | - | -
met1 | 54 | 157 | 1.405
met2 | 6 | 124 | 1.284
met3 | 0 | 57 | 1.591
met4 | 0 | 0 | 0.3521
met5 | - | 0 | 0
Power and IR drop assume default switching activity.
